## flow/config.mk

```make
export PLATFORM = sky130hd
export DESIGN_NAME = DIV
export DESIGN_NICKNAME = DIV
export VERILOG_FILES = /design/flow/design.v
export SDC_FILE = /design/flow/constraint.sdc
export NUM_CORES = 4
export LEC_CHECK = 1
export CORE_UTILIZATION = 50
```

## flow/constraint.sdc

```tcl
current_design DIV

set clk_period 11.6
set clk_io_pct 0.2

create_clock -name clk0 -period $clk_period [get_ports {clock}]

set non_clock_inputs [all_inputs -no_clocks]
set_input_delay [expr $clk_period * $clk_io_pct] -clock clk0 $non_clock_inputs
set_output_delay [expr $clk_period * $clk_io_pct] -clock clk0 [all_outputs]
```

## flow/design.v

```verilog
`timescale 1ns / 1ps
module DIV(
input [31:0]dividend,
input [31:0]divisor,
input start,
input clock,
input reset,
output [31:0]q,
output [31:0]r,
output reg busy
);
reg [4:0]count;
reg [31:0]reg_q;
reg [31:0]reg_r;
reg [31:0]reg_b;
reg q_sign;
reg r_sign;
reg a_sign;
wire [32:0]sub_add=r_sign?{reg_r,reg_q[31]}+{1'b0,reg_b}:{reg_r,reg_q[31]}-{1'b0,reg_b};
assign r=a_sign?(-(r_sign?reg_r+reg_b:reg_r)):(r_sign?reg_r+reg_b:reg_r);
assign q=q_sign?-reg_q:reg_q;
always@(posedge clock or posedge reset)
begin
if(reset)
begin count<=0;busy<=0;end
else if(start)begin 
count<=0;reg_q<=dividend[31]?-dividend:dividend;
reg_r<=0;
reg_b<=divisor[31]?-divisor:divisor;
r_sign<=0;busy<=1'b1;
q_sign<=dividend[31]^divisor[31];
a_sign<=dividend[31];
end
else if(busy)begin
reg_r<=sub_add[31:0];
r_sign<=sub_add[32];
reg_q<={reg_q[30:0],~sub_add[32]};
count<=count+1;
if(count==31)busy<=0;
end
end
endmodule
```

## flow/run.sh

```bash
#!/bin/bash
# OpenROAD 26Q1-2900-gdf79404cd8, Yosys 0.63+post, stock flow scripts
make -C /OpenROAD-flow-scripts/flow DESIGN_CONFIG=/design/flow/config.mk WORK_HOME=/design/flow/orfs finish
```

==> results.py <==
# Physical implementation metrics
metrics = {
    "status": {
        "outcome": "completed",
    },
    "global_route": {
        "grtUsageMet3_pct": 6.854,
        "first_global_vias": 8682,
        "grt_util_met2_pct": 36.73,
        "grtUsageMet1_pct": 42.28,
        "antenna_found_initial": 0,
        "grt_max_degree": 73,
        "grt_pass1_wl_um": 43790,
        "grt.total_usage_pct": 25.95,
        "grt_overflow": 0,
        "grt-busiest-layer": "met1",
    },
    "clocking": {
        "htreeDepth": 3,
        "insertion_delay_ps": 350,
        "cts-root-buf": "clkbuf_16",
        "cts_buffer_depth": 2,
        "cts_setup_buffers": 0,
        "cts.sinks": 105,
        "cts_resized": 0,
        "cts_hold_buffers": 0,
        "cts_tree": "built",
        "cts_made_buffers": 9,
        "clk_pin_slew_ps": 70,
    },
    "critical_path": {
        "slowest_stage": "or4_4",
        "cpPeakStageDelay_ps": 580,
        "crit_top_cell": "or4_4",
        "worstPathCellList": "ha_1 > fa_1 > a21o_1 > a311o_2 > a2111oi_0 > a211oi_1 > a221oi_2 > o21bai_1 > or4_4 > or4_4 > o41ai_2 > xnor2_1 > clkdlybuf4s50_1",
        "critPathBufInv": 1,
        "cp-start-kind": "register",
        "endpoint_kind": "output port",
        "worstPathMaxFanout": 6,
        "critical_path_arrival_ps": 5140,
        "cp_top_family": "AND-OR/OR-AND gates",
        "crit_type": "reg -> out",
        "cp.required_ps": 9280,
        "rrSetupSlack_ps": 6710,
    },
    "route": {
        "via_count": 9527,
        "first_pass_iters": 4,
        "drt_iter0_drc": 412,
        "antenna_cells": 0,
        "postRouteAntennaNets": 0,
        "drt-total-wl_um": 26800,
        "routedWlPerCell_um": 16.36,
        "via_per_inst": 5.816,
        "drcViolationCount": 0,
    },
    "final_timing": {
        "skew_ps": 8.870,
        "drv_slew": 0,
        "fin_setup_tns_ps": 0,
        "finalHoldViolCount": 0,
        "max_slew_margin_pct": 40.99,
        "post-route-min-period_ps": 7458,
        "setup_viol": 0,
        "tightest_slew_ps": 874.1,
        "finalClockPeriodUsage_pct": 64.29,
        "rsz0062_at_grt": "false",
        "holdWs_ps": 532.8,
        "max_clock_freq_ghz": 0.1341,
    },
    "die": {
        "fp.coreArea_mm2": 0.02102,
        "die-height_um": 148.4,
        "num_rows": 53,
        "chipArea_mm2": 0.02204,
        "ios": 132,
        "fp-utilization_pct": 51.01,
        "fp.dieW_um": 148.4,
    },
    "yosys": {
        "numSynthFlops": 105,
        "synth_chip_area_mm2": 0.01072,
        "ys_warn_count": 1,
        "async_flop_share_pct": 5.714,
        "edf_count": 99,
        "yosysTopAreaCell": "edfxtp_1",
        "ys_cells": 1250,
        "synth_area_per_cell_um2": 8.578,
        "yosysUniqueCellTypes": 78,
        "synthCells": 1250,
        "yosys.stat.seqShare_pct": 29.12,
        "synth_area_mm2": 0.01072,
        "synth.area.top_cells": "edfxtp_1, xnor2_1, ha_1",
        "ys_top_cells_by_count": "nor2_1, a21oi_1, xnor2_1",
        "synth_top_area_share_pct": 27.72,
        "flop_cell": "edfxtp_1",
        "post-synth-top-count-cell": "nor2_1",
    },
    "final_layout": {
        "mi_logic_area_mm2": 0.007296,
        "flop_area_mm2": 0.003123,
        "drive_above_1_share_pct": 4.989,
        "fillers": 1853,
        "syn2layout_area_growth_pct": 17.43,
        "design_area_mm2": 0.01259,
    },
    "run": {
        "log.warning_count": 26,
        "maxCapViolCount": 0,
    },
    "placed_design": {
        "hpwlAfterDp_um": 20940,
        "io_buffers": 131,
        "place_area_mm2": 0.01230,
        "gp_congestion": 0.9324,
    },
    "pwr": {
        "peakVddDrop_uv": 96.14,
        "p_leak_nw": 4.745,
        "powerDensity_mw_per_mm2": 262.4,
    },
    "worst_hold_path": {
        "hold_path_class": "reg -> reg",
    },
}
[per-stage QoR]
stage | utilization (%) | power, mW | std cells | setup WS, ps
floorplan | - | 2.283 | 1250 | 5368
global placement | 58.53 | 2.984 | 1622 | 4620
detailed placement | 58.53 | 2.976 | 1622 | 4584
CTS | 59.90 | 3.304 | 1638 | 4169
global route | 59.90 | 3.618 | 1638 | 3943
finish | 59.90 | 3.305 | 1638 | 4142
[final timing paths]
kind | from | cells after the start | endpoint
max | reg_r[0] | 13 | r[31]
min | count[4] | 2 | count[4]
max reg2reg | r_sign | 15 | reg_q[0]
min reg2reg | count[4] | 2 | count[4]
max in group asynchronous | reset | 2 | busy
min in group asynchronous | reset | 2 | count[0]
[kinds of logic (layout without fill, tap and decap cells)]
group | after synthesis | in the layout | share of synthesized area, %
flops | 105 | 105 | 29.12
compound gates | 372 | 372 | 22.84
mux | 17 | 17 | 1.704
buf+inv | 83 | 196 | 2.975
fa+ha+maj | 72 | 72 | 8.541
xor+xnor | 193 | 193 | 15.76
simple gates | 408 | 408 | 19.05
[registers in the layout, summed over array words and instances, names as in the netlist]
register,count
reg_b,32
count,5
r_sign,1
reg_q,32
a_sign,1
busy,1
reg_r,32
q_sign,1
[area by class of cell]
class                      instances  share of cell area, %
multi-input combinational       1062                  57.94
sequential                       105                  24.80
tap                              275                  2.733
timing repair buffer             144                  11.17
clock inverter                     6                 0.4670
inverter                          36                  1.073
clock buffer                      10                  1.818
[power by group]
part | switching [mW] | internal (mW) | leakage, nW
clock | 0.136 | 0.166 | 0.138
combinational | 1.23 | 1.13 | 3.57
sequential | 0.100 | 0.542 | 1.04
[cell usage in the layout, fill, tap and decap left out, types with 17 or more instances in the layout]
cell type        count
nand2_1             84
xnor2_1            112
clkdlybuf4s50_1    130
inv_1               35
ha_1                70
nand2b_1            19
nor4_1              17
a21oi_1            113
xor2_1              81
o31ai_1             33
or3_1               17
a21o_1              35
or4_1               17
nor3_1              31
edfxtp_1            99
o41ai_1             20
nand4_1             18
nand3_1             23
nor2_1             118
o21ai_0             69
[worst min-delay path, delay by kind of cell, from the launching register on]
family / cells / cell delay, ps
muxes: 1 / 70
and+or+nand+nor: 1 / 80
DFF: 1 / 350
[metal layers]
layer | wire length (um) | part of all wire (%)
met4 | 466 | 1.7
met5 | 0 | 0
met1 | 13220 | 49
met3 | 1953 | 7.3
met2 | 11160 | 42
No activity file was given, so power comes from the tool's default toggle rates.
